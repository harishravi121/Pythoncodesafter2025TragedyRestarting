$ cat design/flow/run.sh
#!/bin/bash
# OpenROAD 26Q1-2900-gdf79404cd8, Yosys 0.63+post, stock flow scripts
make -C /OpenROAD-flow-scripts/flow DESIGN_CONFIG=/design/flow/config.mk WORK_HOME=/design/flow/orfs finish
$ cat design/flow/config.mk
export PLATFORM = sky130hd
export DESIGN_NAME = fpga_clock_lcd
export DESIGN_NICKNAME = fpga_clock_lcd
export VERILOG_FILES = /design/flow/design.v
export SDC_FILE = /design/flow/constraint.sdc
export NUM_CORES = 4
export LEC_CHECK = 1
export CORE_UTILIZATION = 50
$ cat design/flow/constraint.sdc
current_design fpga_clock_lcd

set clk_period 4.8
set clk_io_pct 0.2

create_clock -name clk0 -period $clk_period [get_ports {clk}]

set non_clock_inputs [all_inputs -no_clocks]
set_input_delay [expr $clk_period * $clk_io_pct] -clock clk0 $non_clock_inputs
set_output_delay [expr $clk_period * $clk_io_pct] -clock clk0 [all_outputs]
$ cat design/flow/design.v
`timescale 1ns / 1ps
module fpga_clock_lcd (
    input wire clk,              
    input wire reset,            
    input wire time_travel_btn,  
    output wire [3:0] BCD_seconds_ones,   
    output wire [3:0] BCD_seconds_tens,   
    output wire [3:0] BCD_minutes_ones,   
    output wire [3:0] BCD_minutes_tens,   
    output wire [3:0] BCD_hours_ones,     
    output wire [3:0] BCD_hours_tens      
);
    parameter CLOCK_FREQ = 50_000_000;     
    parameter PRESET_MINUTES = 15;         
    parameter DEBOUNCE_TIME_MS = 20;       
    localparam DEBOUNCE_COUNT_MAX = CLOCK_FREQ / (1000 / DEBOUNCE_TIME_MS);
    reg [25:0] second_counter;     
    reg [25:0] debounce_counter;   
    reg seconds_reg, minutes_reg, hours_reg;  
    reg [3:0] seconds_ones_reg, seconds_tens_reg;
    reg [3:0] minutes_ones_reg, minutes_tens_reg;
    reg [3:0] hours_ones_reg, hours_tens_reg;
    reg [3:0] current_seconds_ones, current_seconds_tens;
    reg [3:0] current_minutes_ones, current_minutes_tens;
    reg [3:0] current_hours_ones, current_hours_tens;
    wire second_enable;          
    reg  debounced_btn_reg;      
    wire debounced_btn_pos_edge; 
    always @(posedge clk or posedge reset) begin
        if (reset) begin
            second_counter <= 26'd0;
        end else if (second_counter == CLOCK_FREQ - 1) begin
            second_counter <= 26'd0;
        end else begin
            second_counter <= second_counter + 1'b1;
        end
    end
    assign second_enable = (second_counter == CLOCK_FREQ - 1);
    always @(posedge clk or posedge reset) begin
        if (reset) begin
            debounced_btn_reg <= 1'b0;
            debounce_counter <= 26'd0;
        end else begin
            if (time_travel_btn == 1'b1) begin
                if (debounce_counter < DEBOUNCE_COUNT_MAX) begin
                    debounce_counter <= debounce_counter + 1'b1;
                end else begin
                    debounced_btn_reg <= 1'b1;  
                end
            end else begin
                debounce_counter <= 26'd0;
                debounced_btn_reg <= 1'b0;
            end
        end
    end
    reg debounced_btn_prev;
    always @(posedge clk or posedge reset) begin
      if (reset) begin
        debounced_btn_prev <= 1'b0;
      end else begin
        debounced_btn_prev <= debounced_btn_reg;
      end
    end
    assign debounced_btn_pos_edge = debounced_btn_reg & ~debounced_btn_prev;
    always @(posedge clk or posedge reset) begin
        if (reset) begin
            seconds_ones_reg <= 4'd0;
            seconds_tens_reg <= 4'd0;
            minutes_ones_reg <= 4'd0;
            minutes_tens_reg <= 4'd0;
            hours_ones_reg   <= 4'd0;
            hours_tens_reg   <= 4'd0;
        end else if (debounced_btn_pos_edge) begin
            current_minutes_ones <= minutes_ones_reg;
            current_minutes_tens <= minutes_tens_reg;
            repeat (PRESET_MINUTES) begin
                if (current_minutes_ones == 4'd9) begin
                    current_minutes_ones <= 4'd0;
                    if (current_minutes_tens == 4'd5) begin
                        current_minutes_tens <= 4'd0;
                        if (current_hours_ones == 4'd9 && current_hours_tens == 4'd2) begin
                            current_hours_ones <= 4'd0;
                            current_hours_tens <= 4'd0;
                        end else if (current_hours_ones == 4'd9) begin
                            current_hours_ones <= 4'd0;
                            current_hours_tens <= current_hours_tens + 1'b1;
                        end else begin
                            current_hours_ones <= current_hours_ones + 1'b1;
                        end
                    end else begin
                        current_minutes_tens <= current_minutes_tens + 1'b1;
                    end
                end else begin
                    current_minutes_ones <= current_minutes_ones + 1'b1;
                end
            end
            minutes_ones_reg <= current_minutes_ones;
            minutes_tens_reg <= current_minutes_tens;
        end else if (second_enable) begin
            if (seconds_ones_reg == 4'd9) begin
                seconds_ones_reg <= 4'd0;
                if (seconds_tens_reg == 4'd5) begin
                    seconds_tens_reg <= 4'd0;
                    if (minutes_ones_reg == 4'd9) begin
                        minutes_ones_reg <= 4'd0;
                        if (minutes_tens_reg == 4'd5) begin
                            minutes_tens_reg <= 4'd0;
                            if (hours_ones_reg == 4'd9 && hours_tens_reg == 4'd2) begin
                                hours_ones_reg <= 4'd0;
                                hours_tens_reg <= 4'd0;
                            end else if (hours_ones_reg == 4'd9) begin
                                hours_ones_reg <= 4'd0;
                                hours_tens_reg <= hours_tens_reg + 1'b1;
                            end else begin
                                hours_ones_reg <= hours_ones_reg + 1'b1;
                            end
                        end else begin
                            minutes_tens_reg <= minutes_tens_reg + 1'b1;
                        end
                    end else begin
                        minutes_ones_reg <= minutes_ones_reg + 1'b1;
                    end
                end else begin
                    seconds_tens_reg <= seconds_tens_reg + 1'b1;
                end
            end else begin
                seconds_ones_reg <= seconds_ones_reg + 1'b1;
            end
        end
    end
    assign BCD_seconds_ones = seconds_ones_reg;
    assign BCD_seconds_tens = seconds_tens_reg;
    assign BCD_minutes_ones = minutes_ones_reg;
    assign BCD_minutes_tens = minutes_tens_reg;
    assign BCD_hours_ones   = hours_ones_reg;
    assign BCD_hours_tens   = hours_tens_reg;
endmodule
==> Changelog: implementation <==
### Metrics

- Synth Flop Type: dfrtp_1
- Met1 WL: 4.582 mm
- # IOs: 27
- Tool warnings: 28
- YS chip area: ~0.0046 sq mm
- Reg power frac: 0.541
- CP max stage cell: dfrtp_1
- Total power: roughly 1.4 mW
- Pins Over Slew Limit: 0
- Clock Sinks: about 86
- Crit-path max FO: 11
- Diodes inserted: 0
- Initial DRC count: between 80 and 90
- Worst endpoint required time: roughly 3.8 ns
- Synth Warn #: 1
- Global-route wire length before repair: roughly 15 mm
- IO buf count: 26
- Final Hold Violation Tally: 0
- Measured slew at the worst slew-check pin: between 0.7 and 0.8 ns
- DP Wirelength: roughly 6.0 mm
- Fraction of registers with async set/reset: 0.9070
- WHS Path Cells: 0
- Setup TNS: 0 ns
- Share of layout cells above drive strength 1: 0.1141
- Design Area, Final: 0.005204 sq mm
- Hold endpoint: debounced_btn_prev
- Post-CTS Hold Fix Bufs: 0
- Initial antenna violation count: 0
- Outcome: complete, no violations
- Top layer in use: met4
- Comb power frac: 0.029
- Clock Skews: roughly 0.0099 ns
- GP Congestion: between 0.7 and 0.8
- Setup ws final: 2.381 ns
- Clock slew at reported path FFs: 0.09 ns
- Met2 wire length: roughly 3.9 mm
- Power share of the clock group: 0.430
- Commonest Layout Cell: dfrtp_1
- P_int: ~1.1 mW
- Post-synth seq share: 0.4757
- Final ANT Viol Nets: 0
- Die Span X: 98 um
- GRT Util Overall: 0.2000
- Synth Register Bits: 86
- RR Startpoint: second_counter[0]
- Post-CTS Setup Bufs: 0
- Mapped Cells: roughly 450
- Leak pwr: around 2.3 nW
- Core area: 0.008806 sq mm
- Clk latency late pin: approximately 0.35 ns
- Die Span Y: slightly below 100 um
- DRC viols: 0
- Unique cell type count in the Yosys netlist: approximately 59
- Fmax: between 400 and 500 MHz
- Tally of filler cells in the layout: ~740
- Met3 routed WL: about 230 um
- CP bufs+invs: 1
- Worst hold slack: 0.4394 ns
- Worst hold start: debounced_btn_reg
- Total grt overflow: 0
- Startpoint types: flip-flop
- Top cells excl fill/tap: dfrtp_1, nor2_1, nand2_1
- Reg2reg setup slack: 2.54 ns
- Wire per inst: about 15 um
- Critical path class: flip-flop to output port
- Pwr/cell area: 264.7 mW/mm^2
- Min Tclk post-route: 2.419 ns
- Dpl ws: roughly 2.2 ns
- Logic area: approximately 0.0023 sq mm
- # placed instances: 574
- Final setup vio count: 0
- VDD IR max: 0.1463 mV
- Critical path cell sequence: clkdlybuf4s50_1
- Switching power: about 0.3 mW
- H-tree depth: 3
- Synth Cell Area: 0.004608 sq mm
- Hold Path Class: flip-flop to flip-flop
- Max cap viols: 0
- R2R Path End: hours_tens_reg[0]
- Yosys cell count: between 400 and 500
- Util after Layout: 0.5909
- DR pass1 iterations: 16
- Total Routed Length: just under 9 mm
- CTS Buf Count: 9
- Final Cycle Share: 0.5039
- CTS max path bufs: 2
- Drt via density: roughly 5.5
- Critical path arrival: between 1 and 1.5 ns
- Worst path max stage delay: around 0.57 ns
- Cell Area, Placed: approximately 0.0050 sq mm
- Largest regs: debounce_counter (26), second_counter (26)
- Worst Setup End Kind: output port
- Final Non-Filler Cells: 590
- FF-to-FF path depth: 6
- Initial Util: 0.5233
- RSZ-0062 raised after global routing: no
- Std-Cell Rows: 34
- Number of global-route vias before repair: between 3000 and 4000
- CTS root buffer: clkbuf_8
- Layout area overhead: 12.92%
- Flop area: 0.002192 sq mm
- Number of enable flip-flop cells: 8
- CTS tree: done
- DIE AREA: 0.009604 sq mm
- Switch share: 0.2162
- Resized Gates After CTS: 0
- Normalized max-slew margin: 0.4725
- Mean Syn Cell Area: 10.22 sq um
- CP top delay family: flip-flops
- Vias: between 3000 and 4000
- Largest net degree at the start of global routing: 50
[power by group through the flow]
stage,logic (mW),clock network [mW],registers (mW)
after CTS,0.0416,0.614,0.746
after global routing,0.0467,0.645,0.747
final,0.0398,0.592,0.746
[layer usage]
metal / vias to the layer above / GRT usage
li1: 1653 / -
met1: 1574 / 0.3360
met2: 34 / 0.3028
met3: 6 / 0.02907
met4: 0 / 0.01748
met5: - / 0
[synthesized netlist by cell type, types with 10 or more instances]
library cell / count / area share
clkbuf_1: 10 / 0.0081
xnor2_1: 32 / 0.061
xor2_1: 17 / 0.032
dfrtp_1: 78 / 0.42
and3_1: 10 / 0.014
nand4_1: 19 / 0.026
nor2_1: 59 / 0.048
a21oi_1: 10 / 0.011
inv_1: 13 / 0.011
nand2_1: 37 / 0.030
nand3_1: 27 / 0.029
o21ai_0: 10 / 0.011
[area by class of cell]
type	count	area share
Timing Repair Buffer	30	0.05578
Tap cell	108	0.02597
Clock buffer	10	0.02861
Clock inverter	6	0.01755
Multi-Input combinational cell	336	0.4407
Inverter	14	0.01010
Sequential cell	86	0.4213
[worst max path at each step]
stage | from | to | slack [ns] | cells past startpoint
CTS | minutes_tens_reg[1] | BCD_minutes_tens[1] | 2.38 | 1
global route | debounce_counter[22] | debounce_counter[16] | 2.28 | 5
finish | minutes_tens_reg[1] | BCD_minutes_tens[1] | 2.38 | 1
[cell families (layout without fill, tap and decap cells)]
family	count (synthesis)	count (layout)	synth area share
xor+xnor	49	49	0.09313
simple gates	228	228	0.2981
flops	86	86	0.4757
compound gates	41	41	0.06082
buf+inv	29	60	0.02661
fa+ha+maj	8	8	0.02172
mux	10	10	0.02389
Power and IR drop assume default switching activity.
