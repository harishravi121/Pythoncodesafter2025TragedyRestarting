**design/flow/config.mk**
```make
export PLATFORM = sky130hd
export DESIGN_NAME = roulette_wheel
export DESIGN_NICKNAME = roulette_wheel
export VERILOG_FILES = /design/flow/design.v
export SDC_FILE = /design/flow/constraint.sdc
export NUM_CORES = 4
export LEC_CHECK = 1
export CORE_UTILIZATION = 50
```
**design/flow/constraint.sdc**
```tcl
current_design roulette_wheel

set clk_period 4.2
set clk_io_pct 0.2

create_clock -name clk0 -period $clk_period [get_ports {clk}]

set non_clock_inputs [all_inputs -no_clocks]
set_input_delay [expr $clk_period * $clk_io_pct] -clock clk0 $non_clock_inputs
set_output_delay [expr $clk_period * $clk_io_pct] -clock clk0 [all_outputs]
```
**design/flow/design.v**
```verilog
`timescale 1ns / 1ps
module roulette_wheel (
    input wire clk,               
    input wire reset,             
    input wire spin_button,       
    output wire [3:0] bcd_tens,   
    output wire [3:0] bcd_ones,   
    output wire [1:0] display_mode  
);
    parameter CLOCK_FREQ = 50_000_000;     
    parameter SPIN_TIME_SEC = 5;           
    parameter DEBOUNCE_TIME_MS = 20;       
    localparam DEBOUNCE_COUNT_MAX = (CLOCK_FREQ / 1000) * DEBOUNCE_TIME_MS;
    typedef enum logic [1:0] {IDLE, SPINNING, SHOW_RESULT} roulette_state_t;
    reg roulette_state;
    reg [25:0] second_counter;
    reg [3:0] spin_timer;
    wire second_enable;
    reg [25:0] debounce_counter;
    reg spin_button_debounced;
    reg spin_button_prev_state;
    wire spin_button_pos_edge;
    reg [5:0] lfsr;  
    reg [5:0] winning_number;
    reg [3:0] bcd_tens_reg, bcd_ones_reg;
    always @(posedge clk or posedge reset) begin
        if (reset) begin
            second_counter <= 26'd0;
        end else if (second_counter == CLOCK_FREQ - 1) begin
            second_counter <= 26'd0;
        end else begin
            second_counter <= second_counter + 1'b1;
        end
    end
    assign second_enable = (second_counter == CLOCK_FREQ - 1);
    always @(posedge clk or posedge reset) begin
        if (reset) begin
            spin_button_prev_state <= 1'b0;
            spin_button_debounced <= 1'b0;
            debounce_counter <= 26'd0;
        end else begin
            if (spin_button) begin
                if (debounce_counter < DEBOUNCE_COUNT_MAX) begin
                    debounce_counter <= debounce_counter + 1'b1;
                end else begin
                    spin_button_debounced <= 1'b1;
                end
            end else begin
                spin_button_debounced <= 1'b0;
                debounce_counter <= 26'd0;
            end
            spin_button_prev_state <= spin_button_debounced;
        end
    end
    assign spin_button_pos_edge = spin_button_debounced & ~spin_button_prev_state;
    always @(posedge clk or posedge reset) begin
        if (reset) begin
            lfsr <= 6'h01;  
        end else if (second_enable) begin
            lfsr <= {lfsr[4], lfsr[3], lfsr[2], lfsr[1], lfsr[0], lfsr[5] ^ lfsr[4]};
        end
    end
    always @(posedge clk or posedge reset) begin
        if (reset) begin
            roulette_state <= IDLE;
            spin_timer <= 4'd0;
            winning_number <= 6'd0;
        end else begin
            case (roulette_state)
                IDLE: begin
                    if (spin_button_pos_edge) begin
                        roulette_state <= SPINNING;
                        spin_timer <= 4'd0;
                    end
                end
                SPINNING: begin
                    if (second_enable) begin
                        spin_timer <= spin_timer + 1'b1;
                        if (spin_timer == SPIN_TIME_SEC - 1) begin
                            roulette_state <= SHOW_RESULT;
                            winning_number <= lfsr % 37;
                        end
                    end
                end
                SHOW_RESULT: begin
                    if (spin_button_pos_edge) begin
                        roulette_state <= IDLE;
                    end
                end
                default: roulette_state <= IDLE;
            endcase
        end
    end
    always @(*) begin
        case (roulette_state)
            SHOW_RESULT: begin
                bcd_tens_reg = winning_number / 10;
                bcd_ones_reg = winning_number % 10;
            end
            default: begin
                bcd_tens_reg = 4'b1111;  
                bcd_ones_reg = 4'b1111;
            end
        endcase
    end
    assign bcd_tens = bcd_tens_reg;
    assign bcd_ones = bcd_ones_reg;
    assign display_mode = roulette_state;  
endmodule
```
**design/flow/run.sh**
```bash
#!/bin/bash
# OpenROAD 26Q1-2900-gdf79404cd8, Yosys 0.63+post, stock flow scripts
make -C /OpenROAD-flow-scripts/flow DESIGN_CONFIG=/design/flow/config.mk WORK_HOME=/design/flow/orfs finish
```
==> impl_metrics.csv <==
group,metric,value,unit
status,run_status,"finished, final reports clean",
worst_setup_path,cp_data_arrival_time,1.33,ns
placed_design,port_buffers,3,
timing,report.final.setup_viol,0,
timing,fin_tns_setup,0,ns
cells_and_area,multiInputGateArea,1450,um^2
synth,synthSimpleGateAreaFrac,27.7,%
cells_and_area,fillers,512,
clocking,cts.htree.levels,3,
worst_setup_path,worst_path_class_setup,"flip-flop to primary output",
clocking,postCtsSetupRepairBufs,0,
timing,unrepaired_setup_endpoints_after_global_routing,"no",
timing,final_min_period_over_clock_period,51.6,%
detailed_routing,final_wl,5.03,mm
cells_and_area,mostFrequentLayoutCell,"dfrtp_1",
worst_setup_path,cp_top_family,"buffers and inverters",
synth,synth_compound_gate_area_share,4.78,%
detailed_routing,routed_via_density,5.20,
timing,hold_viol_final,0,
floorplanning,die-height,80.0,um
timing,worst_hold_slack,0.376,ns
timing,slew-limit-headroom,51.3,%
timing,timing.final.max_slew_violations,0,
worst_setup_path,r2r_setup_slack,2.08,ns
cells_and_area,layout_top_cells,"59 x dfrtp_1, 27 x nand2_1, 25 x nor2_1, 25 x xor2_1, 22 x nand3_1",
worst_setup_path,crit_path_max_incr_delay,0.51,ns
detailed_routing,drt_first_pass_iters,4,
clocking,clk-insertion-delay-late,0.33,ns
synth,synth_flops,59,
pwr,static-leakage-power,1.56,nW
global_route,grt_overflow,0,
pwr,power_density,325,nW/um^2
global_route,grt_first_pass_wirelength,8.90,mm
flow_run,max_cap_viol_count,0,
clocking,holdBufCountCts,0,
floorplanning,initial_utilization,51.6,%
worst_setup_path,setup.worst_path.start_class,"flip-flop",
synth,edf_count,0,
clocking,clock-root-buffer,"clkbuf_8",
detailed_routing,drc_errors,0,
global_route,grt_util_all_layers,18.1,%
detailed_routing,routed_wire_length_per_instance,13.1,um
worst_setup_path,setup_crit_end_kind,"primary output",
synth,synthFlopType,"dfrtp_1",
floorplanning,design.die.area,6390,um^2
detailed_routing,detailed_router_s_first_iteration_violation_count,95,
clocking,cts_num_sinks,59,
synth,yosys.area_share.adder,1.65,%
synth,syn-cell-area,3040,um^2
cells_and_area,register_area,1480,um^2
placed_design,globalplace.congestion,0.817,
cells_and_area,fraction_of_layout_cells_with_a_size_suffix_above_1,8.39,%
placed_design,dpl.hpwl,3.25,mm
synth,synthesis.area_per_instance,10.2,um^2
worst_setup_path,critical_path_required,3.36,ns
synth,mux_area_share,2.31,%
global_route,first_global_vias,1886,
detailed_routing,final_antenna_net_count,0,
floorplanning,design.core.area,5890,um^2
synth,yosys_warnings,1,
synth,asyncSetResetFlopFracSynth,100,%
clocking,cts.path.max_buffers,2,
clocking,cts_tree,"built",
detailed_routing,routed-via-count,2003,
worst_setup_path,critical_path_buf_inv_count,1,
synth,synth-seq-area-share,48.6,%
synth,yosys-stat-area,3040,um^2
timing,fin_skew,0.00589,ns
cells_and_area,final_util,55.5,%
cells_and_area,areaGrowthSynthToFinish,7.41,%
synth,ys_top_logic_family,"simple AND/OR/NAND/NOR gates",
detailed_routing,route.antenna.diode_count,0,
timing,fmaxAchievable,461,MHz
pwr,worst_ir_drop_vdd,0.148,mV
floorplanning,placementRows,28,
synth,post_synth_inst_count,298,
floorplanning,design.portCount,13,
timing,timing_worst_slew_pin_value,0.731,ns
clocking,cts-buffers-inserted,9,
worst_setup_path,path_max_fanout,8,
floorplanning,die_extent_in_x,80.0,um
worst_setup_path,max_stage_delay_cell_worst_path,"clkdlybuf4s50_1",
global_route,grt_antenna_before_repair,0,
clocking,ctsResizeCount,0,
timing,tmin_final,2.17,ns
clocking,clock_transition_at_the_registers_of_the_reported_paths,0.06,ns
flow_run,openroad.warnings,26,
synth,synth-cells-yosys,298,
synth,yosys.area_share.xor_xnor,10.1,%
min_path,min-delay-path-class,"flip-flop to flip-flop",
worst_setup_path,critical_path.cell_chain,"clkdlybuf4s50_1",
global_route,pin_count_of_the_biggest_net_entering_global_routing,60,
synth,ys_types,41,
## state kept, by name, indices dropped and copies added, names as in the netlist
register and flops:
second_counter 26, spin_button_prev_state 1, debounce_counter 26, spin_timer 4, roulette_state 1, spin_button_debounced 1
## synth_stat cells, types with 3 or more instances
master | instances | share of area (%)
a211oi_1 | 4 | 0.99
nand2b_1 | 7 | 1.4
nor4_2 | 3 | 1.2
nor2_1 | 25 | 3.1
inv_1 | 6 | 0.74
and2_1 | 19 | 3.9
and3_1 | 5 | 1.0
clkbuf_1 | 4 | 0.49
dfrtp_1 | 59 | 49
nor4b_1 | 4 | 1.2
xor2_1 | 25 | 7.2
mux2i_1 | 7 | 2.3
nand2_1 | 27 | 3.3
ha_1 | 4 | 1.6
nor4_1 | 3 | 0.62
xnor2_1 | 10 | 2.9
nand3_1 | 22 | 3.6
nor3_1 | 4 | 0.66
buf_4 | 11 | 2.7
and4_1 | 6 | 1.7
nand4_1 | 11 | 2.3
o21ai_0 | 6 | 0.99
## per-layer routing
layer	vias to the layer above	wire [um]	global-route usage, %
met5	-	0	0
met4	0	37	2.86
met3	5	141	3.48
met2	26	2220	27.0
met1	945	2630	29.2
li1	1027	-	-
## per-stage QoR
stage,area [um^2],setup WS (ns),std cells,total power [mW]
finish,3260,2.03,385,1.06
global route,3260,1.89,385,1.11
CTS,3260,2.00,385,1.08
detailed placement,3090,2.07,369,0.618
global placement,3090,2.12,369,0.617
floorplan,3070,1.90,305,0.612
## worst register-to-register path: cells and delay by family (launching register included)
kind | cells | cell delay, ns
compound gates | 1 | 0.08
xor+xnor | 1 | 0.14
buf+inv | 1 | 0.30
simple gates | 3 | 0.85
fa+ha+maj | 1 | 0.22
flops | 1 | 0.40
## power by group
part	switching (mW)	internal [mW]
clock	0.209	0.245
combinational	0.0199	0.00984
sequential	0.00415	0.572
total	0.233	0.826
## logic make-up after synthesis
logic type                 count (synthesis)
xor gates and xnor gates                  35
muxes                                      7
other                                      2
DFF                                       59
adders and majority gates                  4
AOI/OAI and AO/OA                         21
buffers and inverters                     23
and+or+nand+nor                          147
## layout make-up
| class | count | share of cell area, % |
|---|---|---|
| clock inverters | 2 | 0.307 |
| multi-input cells | 223 | 44.3 |
| flip-flops and latches | 59 | 45.2 |
| repair buffers | 6 | 1.61 |
| inverters | 6 | 0.690 |
| well taps | 75 | 2.87 |
| clock buffers | 14 | 4.98 |
## path summary, 6_finish.rpt
path	start	to	cells past startpoint
worst min-delay path	spin_button_debounced	spin_button_prev_state	0
worst max-delay path	roulette_state	display_mode[0]	1
min in group asynchronous	reset	debounce_counter[16]	3
max in group asynchronous	reset	second_counter[0]	3
worst min register to register	spin_button_debounced	spin_button_prev_state	0
worst max register to register	second_counter[0]	spin_timer[0]	7
Power is estimated from default activity; no workload was simulated.
