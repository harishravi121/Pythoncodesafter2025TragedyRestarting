--- ./config.mk ---
export PLATFORM = sky130hd
export DESIGN_NAME = digital_clock
export DESIGN_NICKNAME = digital_clock
export VERILOG_FILES = /design/flow/design.v
export SDC_FILE = /design/flow/constraint.sdc
export NUM_CORES = 4
export LEC_CHECK = 1
export CORE_UTILIZATION = 40
--- ./run.sh ---
#!/bin/bash
# OpenROAD 26Q1-2900-gdf79404cd8, Yosys 0.63+post, stock flow scripts
make -C /OpenROAD-flow-scripts/flow DESIGN_CONFIG=/design/flow/config.mk WORK_HOME=/design/flow/orfs finish
--- ./constraint.sdc ---
current_design digital_clock

set clk_period 3.7
set clk_io_pct 0.2

create_clock -name clk0 -period $clk_period [get_ports {clk}]

set non_clock_inputs [all_inputs -no_clocks]
set_input_delay [expr $clk_period * $clk_io_pct] -clock clk0 $non_clock_inputs
set_output_delay [expr $clk_period * $clk_io_pct] -clock clk0 [all_outputs]
--- ./design.v ---
`timescale 1ns / 1ps
module digital_clock (
    input wire clk,        
    input wire reset,      
    output reg [5:0] seconds,   
    output reg [5:0] minutes,   
    output reg [4:0] hours      
);
    parameter CLOCK_FREQ = 50_000_000; 
    reg [25:0] second_counter;
    wire second_enable;
    always @(posedge clk or posedge reset) begin
        if (reset) begin
            second_counter <= 26'd0;
        end else if (second_counter == CLOCK_FREQ - 1) begin
            second_counter <= 26'd0;
        end else begin
            second_counter <= second_counter + 1'b1;
        end
    end
    assign second_enable = (second_counter == CLOCK_FREQ - 1);
    always @(posedge clk or posedge reset) begin
        if (reset) begin
            seconds <= 6'd0;
            minutes <= 6'd0;
            hours   <= 5'd0;
        end else begin
            if (second_enable) begin
                if (seconds == 6'd59) begin
                    seconds <= 6'd0;  
                    if (minutes == 6'd59) begin
                        minutes <= 6'd0;  
                        if (hours == 5'd23) begin
                            hours <= 5'd0;    
                        end else begin
                            hours <= hours + 1'b1;  
                        end
                    end else begin
                        minutes <= minutes + 1'b1;  
                    end
                end else begin
                    seconds <= seconds + 1'b1;  
                end
            end
        end
    end
endmodule
==> results.json <==
{
  "status": "finished clean",
  "p_leak_nw": 1.09,
  "cts_setup_buffers": 0,
  "fp-row-count": 27,
  "finalCritPeriodShare": 0.676,
  "worstPathArrival_ps": 2680,
  "gr-total-overflow": 0,
  "io_buffer_count": 18,
  "area_growth_pct": 13.4,
  "postSynthSeqShare": 0.469,
  "tool_warnings": 25,
  "pwr-share-seq": 0.611,
  "worstSetupStartpointType": "register",
  "fp_util": 0.416,
  "totalNegativeSetupSlack_ps": 0,
  "combGateArea_um2": 1130,
  "core_um2": 5510,
  "yosys_cells": 221,
  "setup_violations": 0,
  "criticalPathCategory": "register to register",
  "rsz0062_at_grt": "no",
  "die_w_um": 77.7,
  "synthCells": 221,
  "fill_cells": 513,
  "route.antenna.remaining_nets": 0,
  "ctsHoldBuffers": 0,
  "compound_area_frac": 0.101,
  "wirelength_um": 4330,
  "drt_drc_violations_left": 0,
  "p_int_mw": 0.604,
  "synth-main-ff-cell": "dfrtp_1",
  "pwr-share-clk": 0.376,
  "num_vias": 1705,
  "antenna_found_initial": 0,
  "vias_per_cell": 5.48,
  "min_period_ps": 2500,
  "syn_area_um2": 2290,
  "worstMarginPinSlew_ps": 627,
  "worstHoldPathType": "register to register",
  "track_usage": 0.163,
  "gp_congestion": 0.857,
  "worstPathMaxFanout": 18,
  "mux_share": 0.0578,
  "mostFrequentLayoutCells": "dfrtp_1 (43), nand3_1 (19), clkdlybuf4s50_1 (18), a21oi_1 (12)",
  "drt_iter0_markers": 140,
  "p_switching_mw": 0.165,
  "end_kind": "register",
  "dp_hpwl_um": 2950,
  "drive_above_1_share": 0.117,
  "max_freq_mhz": 400,
  "grt_first_pass_wirelength_um": 7670,
  "cap_violations": 0,
  "peakVddDrop_v": 0.000130,
  "slew_violations": 0,
  "power_frac_comb": 0.014,
  "grt_max_degree": 44,
  "netlist_logic_family_top": "simple AND/OR/NAND/NOR gates",
  "cts-root-buf": "clkbuf_8",
  "yosys_area_um2": 2290,
  "num_antenna_cells": 0,
  "swShare": 0.215,
  "finalHoldViolCount": 0,
  "clock_sinks": 43,
  "grt_pass1_vias": 1579,
  "ys.warnings.count": 1,
  "cts.htree.levels": 2,
  "post_cts_resized": 0,
  "netlist-cell-type-count": 55,
  "postSynthAreaPerCell_um2": 10.4,
  "ys_sh_adder": 0.0218,
  "ys_sh_xor": 0.0573,
  "routedWlPerCell_um": 13.9,
  "simple_gate_share": 0.257,
  "edf_count": 0,
  "hold-worst-slack_ps": 484,
  "cts_buffers": 5,
  "detail_route.first_pass.iterations": 4,
  "regArea_um2": 1080,
  "fin_skew_ps": 5.28,
  "final_common_cell": "dfrtp_1",
  "io_pins": 19,
  "clk_path_buf_depth": 2,
  "rrSetupSlack_ps": 1200,
  "fp.dieH_um": 77.7,
  "die_area_um2": 6040,
  "ys.flops": 43,
  "slew_headroom": 0.582,
  "async_flop_share": 1.00,
  "clk_pin_slew_ps": 80,
  "worstSkewPairLatency_ps": 290,
  "cp.required_ps": 3880,
  "tritoncts": "yes",
  "powerDensity_nw_per_um2": 296
}
worst max-delay path: stages, from the launching register on:
cell and delay [ps]:
dfrtp_1 380, ha_1 210, nand3_1 150, or4_1 520
buf_4 220, nor2_2 510, mux2_2 400
area by class of cell:
type,count,share of cell area
multi-input combinational,162,0.436
sequential,43,0.414
timing repair buffer,20,0.0751
tap,72,0.0346
clock buffer,7,0.0294
inverter,6,0.00866
clock inverter,1,0.00192
stage by stage:
step / std cells / power [mW] / setup WS [ps] / utilization / cell area, um^2
2_1_floorplan: 221 / 0.486 / 1610 / - / 2290
5_1_grt: 311 / 0.804 / 1060 / 0.472 / 2600
3_5_place_dp: 303 / 0.491 / 1180 / 0.457 / 2520
6_report: 311 / 0.769 / 1200 / 0.472 / 2600
4_1_cts: 311 / 0.779 / 1170 / 0.472 / 2600
3_3_place_gp: 303 / 0.491 / 1250 / 0.457 / 2520
registers in the layout, indices dropped and copies added, names as in the netlist:
| signal | flops |
|---|---|
| minutes | 6 |
| second_counter | 26 |
| seconds | 6 |
| hours | 5 |
logic make-up after synthesis:
kind of cell / Yosys count
compound gates: 36
xor+xnor: 15
fa+ha+maj: 4
buf+inv: 16
flops: 43
mux: 12
simple gates: 95
worst paths after layout:
check | from | endpoint | cells past startpoint
min reg2reg | second_counter[0]$_DFF_PP0_ | second_counter[0]$_DFF_PP0_ | 1
max | second_counter[0]$_DFF_PP0_ | seconds[1]$_DFFE_PP0N_ | 6
max in group asynchronous | reset | second_counter[15]$_DFF_PP0_ | 3
min | second_counter[0]$_DFF_PP0_ | second_counter[0]$_DFF_PP0_ | 1
max reg2reg | second_counter[0]$_DFF_PP0_ | seconds[1]$_DFFE_PP0N_ | 6
min in group asynchronous | reset | second_counter[20]$_DFF_PP0_ | 3
per-layer routing:
layer | vias to the layer above | share of wire | GRT usage | routed length (um)
met2 | 29 | 0.41 | 0.224 | 1780
met4 | 0 | 0.015 | 0.0189 | 63
met5 | - | 0 | 0 | 0
li1 | 859 | - | - | -
met1 | 812 | 0.54 | 0.285 | 2350
met3 | 5 | 0.033 | 0.0311 | 144
synth_stat cells, types with 3 or more instances:
cell	n	area (um^2)
buf_2	3	15.0
nand2_1	11	41.3
ha_1	4	50.1
nand3_1	19	95.1
and2_1	3	18.8
nor2_1	11	41.3
and3_1	6	37.5
o21ai_0	6	30.0
xnor2_1	5	43.8
xor2_1	10	87.6
nor3_1	4	20.0
a21oi_1	12	60.1
nand4_1	8	50.1
or3_1	4	25.0
o31ai_1	6	45.0
or4_1	3	22.5
dfrtp_1	43	1080
mux2_2	8	90.1
inv_1	6	22.5
clkbuf_1	3	11.3
nor4_1	5	31.3
power by group through the flow:
stage | clock network [mW] | logic, mW | registers [mW]
final | 0.289 | 0.0107 | 0.469
after global routing | 0.322 | 0.0132 | 0.469
after CTS | 0.298 | 0.0118 | 0.469
Power figures rest on the tool's default switching activity, not on a simulated workload.
